===== /design/flow/config.mk =====
export PLATFORM = sky130hd
export DESIGN_NAME = LiftController
export DESIGN_NICKNAME = LiftController
export VERILOG_FILES = /design/flow/design.v
export SDC_FILE = /design/flow/constraint.sdc
export NUM_CORES = 4
export LEC_CHECK = 1
export CORE_UTILIZATION = 40

===== /design/flow/run.sh =====
#!/bin/bash
# OpenROAD 26Q1-2900-gdf79404cd8, Yosys 0.63+post, stock flow scripts
make -C /OpenROAD-flow-scripts/flow DESIGN_CONFIG=/design/flow/config.mk WORK_HOME=/design/flow/orfs finish

===== /design/flow/design.v =====
`timescale 1ns / 1ps
module LiftController(DirectionUp, DirectionDown, Floors,NextFloor,NextStopDirection, s_clk, reset);
    input [3:0] DirectionUp;  
    input [3:0] DirectionDown;  
    input [4:0]Floors;  
    input reset; 
     input s_clk;
    output reg [1:0] NextStopDirection = 2'b00;  
    output reg[2:0]NextFloor;  
    parameter S0_idle=5'b00000;
    parameter S1_idle=5'b00001;
    parameter S2_idle=5'b00010;
    parameter S3_idle=5'b00011;
    parameter S4_idle=5'b00100;
    parameter S1_up=5'b00110;
    parameter S2_up=5'b00111;
    parameter S3_up=5'b01000;
    parameter S1_down=5'b01001;
    parameter S2_down=5'b01010;
    parameter S3_down=5'b01011;
    parameter M01=5'b01101;
    parameter M12=5'b01110;
    parameter M23=5'b01111;
    parameter M34=5'b10000;
    parameter M43=5'b10001;
    parameter M32=5'b10010;
    parameter M21=5'b10011;
    parameter M10=5'b10100;
    reg[4:0] cstate;
    reg[2:0] i = 0;
    reg [3:0] up = 4'b0000;    
    reg [3:0] down = 4'b0000;  
    reg [4:0] f = 5'b00000;
    reg [2:0] temp = 3'b111;
    reg [2:0] cfloor;
    always @(posedge s_clk) begin
        if(cstate == S0_idle)begin
            cfloor = 0;
            up[0]=0;
            f[0]=0;
        end
        else if(cstate == S1_down ||cstate == S1_up ||cstate == S1_idle)begin
            cfloor = 1;
            up[1]=0;
            down[0]=0;
            f[1]=0;
        end
        else if(cstate == S2_down ||cstate == S2_up ||cstate == S2_idle)begin
            cfloor = 2;
            up[2]=0;
            down[1]=0;
            f[2]=0;
        end
        else if(cstate == S3_down ||cstate == S3_up ||cstate == S3_idle)begin
            cfloor = 3;
            up[3]=0;
            down[2]=0;
            f[3]=0;
        end
        else if(cstate == S4_idle)begin
            cfloor = 4;
            down[3]=0;
            f[4]=0;
        end
        up = DirectionUp|up;
        down = DirectionDown|down;
        f = Floors|f;
        if (reset) begin
            up = 0;
            down = 0;
            f = 0; 
            cstate = S0_idle; 
            NextFloor = 0;
            NextStopDirection = 0;
        end
        else begin
            case (cstate)
                S0_idle:begin
                    i = 0;
                    temp = 3'b111;
                    if((~(|up)&&~(|down)&&~(|f))||(up[0]||f[0])) begin
                        cstate = cstate;
                        NextStopDirection = 2'b00;
                        NextFloor = 0;
                    end
                    else begin
                        cstate = M01;
                        NextStopDirection = 2'b10;
                        if(f[1]) NextFloor = 1;
                        else if(f[2]) NextFloor = 2;
                        else if(f[3]) NextFloor = 3;
                        else if(f[4]) NextFloor = 4;
                        else if(~(|f)) begin
                            if(up[1]) NextFloor = 1;
                            else if(down[0]) NextFloor = 1;
                            else if(up[2]) NextFloor = 2;
                            else if(down[1]) NextFloor = 2;
                            else if(up[3]) NextFloor = 3;
                            else if(down[2]) NextFloor = 3;
                            else if(down[3]) NextFloor = 4;
                        end
                    end
                end
                S1_idle:begin
                    i = 0;
                    temp = 3'b111;
                    if((~(|up)&&~(|down)&&~(|f))||(up[1]||f[1]||down[0])) begin
                        cstate = cstate;
                        NextStopDirection = 2'b00;
                        NextFloor = 1;
                    end
                    else if(f[0]) begin
                        cstate = M10;
                        NextStopDirection = 1;
                        NextFloor = 0;
                    end
                    else if(f[2]) begin
                        cstate = M12;
                        NextStopDirection = 2;
                        NextFloor = 2;
                    end
                    else if(f[3]) begin
                        cstate = M12;
                        NextStopDirection = 2;
                        NextFloor = 3;
                    end
                    else if(f[4]) begin
                        cstate = M12;
                        NextStopDirection = 2;
                        NextFloor = 4;
                    end
                    else if(up[0])begin
                        cstate = M10;
                        NextStopDirection = 1;
                        NextFloor = 0;
                    end
                    else if(up[2] || down[1])begin
                        cstate = M12;
                        NextStopDirection = 2;
                        NextFloor = 2;
                    end
                    else if(up[3] || down[2])begin
                        cstate = M12;
                        NextStopDirection = 2;
                        NextFloor = 3;
                    end
                    else if(down[3])begin
                        cstate = M12;
                        NextStopDirection = 2;
                        NextFloor = 4;
                    end
                end
                S2_idle:begin
                    i = 0;
                    temp = 3'b111;
                    if((~(|up)&&~(|down)&&~(|f))||(up[2]||f[2]||down[1])) begin
                        cstate = cstate;
                        NextStopDirection = 2'b00;
                        NextFloor = 2;
                    end
                    else if(f[0]) begin
                        cstate = M21;
                        NextStopDirection = 1;
                        NextFloor = 0;
                    end
                    else if(f[1]) begin
                        cstate = M21;
                        NextStopDirection = 1;
                        NextFloor = 1;
                    end
                    else if(f[3]) begin
                        cstate = M23;
                        NextStopDirection = 2;
                        NextFloor = 3;
                    end
                    else if(f[4]) begin
                        cstate = M23;
                        NextStopDirection = 2;
                        NextFloor = 4;
                    end
                    else if(up[0])begin
                        cstate = M21;
                        NextStopDirection = 1;
                        NextFloor = 0;
                    end
                    else if(up[1] || down[0])begin
                        cstate = M21;
                        NextStopDirection = 1;
                        NextFloor = 1;
                    end
                    else if(up[3] || down[2])begin
                        cstate = M23;
                        NextStopDirection = 2;
                        NextFloor = 3;
                    end
                    else if(down[3])begin
                        cstate = M23;
                        NextStopDirection = 2;
                        NextFloor = 4;
                    end
                end
                S3_idle:begin
                    i = 0;
                    temp = 3'b111;
                    if((~(|up)&&~(|down)&&~(|f))||(up[3]||f[3]||down[2])) begin
                        cstate = cstate;
                        NextStopDirection = 2'b00;
                        NextFloor = 3;
                    end
                    else if(f[4]) begin
                        cstate = M34;
                        NextStopDirection = 2;
                        NextFloor = 4;
                    end
                    else if(f[2]) begin
                        cstate = M32;
                        NextStopDirection = 1;
                        NextFloor = 2;
                    end
                    else if(f[1]) begin
                        cstate = M32;
                        NextStopDirection = 1;
                        NextFloor = 1;
                    end
                    else if(f[0]) begin
                        cstate = M32;
                        NextStopDirection = 1;
                        NextFloor = 0;
                    end
                    else if(down[3])begin
                        cstate = M34;
                        NextStopDirection = 2;
                        NextFloor = 4;
                    end
                    else if(up[2] || down[1])begin
                        cstate = M32;
                        NextStopDirection = 1;
                        NextFloor = 2;
                    end
                    else if(up[1] || down[0])begin
                        cstate = M32;
                        NextStopDirection = 1;
                        NextFloor = 1;
                    end
                    else if(up[0])begin
                        cstate = M32;
                        NextStopDirection = 1;
                        NextFloor = 0;
                    end
                end
                S4_idle:begin
                    i = 0;
                    temp = 3'b111;
                    if((~(|up)&&~(|down)&&~(|f))||(f[4]||down[3])) begin
                        cstate = cstate;
                        NextStopDirection = 2'b00;
                        NextFloor = 4;
                    end
                    else if(f[3]) begin
                        cstate = M43;
                        NextStopDirection = 1;
                        NextFloor = 3;
                    end
                    else if(f[2]) begin
                        cstate = M43;
                        NextStopDirection = 1;
                        NextFloor = 2;
                    end
                    else if(f[1]) begin
                        cstate = M43;
                        NextStopDirection = 1;
                        NextFloor = 1;
                    end
                    else if(f[0]) begin
                        cstate = M43;
                        NextStopDirection = 1;
                        NextFloor = 0;
                    end
                    else if(up[3] || down[2])begin
                        cstate = M43;
                        NextStopDirection = 1;
                        NextFloor = 3;
                    end
                    else if(up[2] || down[1])begin
                        cstate = M43;
                        NextStopDirection = 1;
                        NextFloor = 2;
                    end
                    else if(up[1] || down[0])begin
                        cstate = M43;
                        NextStopDirection = 1;
                        NextFloor = 1;
                    end
                    else if(up[0])begin
                        cstate = M43;
                        NextStopDirection = 1;
                        NextFloor = 0;
                    end
                end
                S1_up: begin
                    i = 0;
                    if(f[1]||up[1]||down[0]) begin
                        cstate = S1_up;
                        NextStopDirection = 2'b00;
                    end
                    else begin
                        cstate = M12;
                        NextFloor = temp;
                        temp = 7;
                        NextStopDirection = 2'b10;
                    end
                end
                S1_down: begin
                    i = 0;
                    if(f[1]||up[1]||down[0])begin
                        cstate = S1_down;
                        NextStopDirection = 2'b00;
                    end
                    else begin
                        cstate = M10;
                        NextFloor = temp;
                        temp = 7;
                        NextStopDirection = 2'b01;
                    end
                end 
                S2_up: begin
                    i = 0;
                    if(f[2]||up[2]||down[1]) begin
                        cstate = S2_up;
                        NextStopDirection = 2'b00;
                    end
                    else begin
                        cstate = M23;
                        NextFloor = temp;
                        temp = 7;
                        NextStopDirection = 2'b10;
                    end
                end
                S2_down: begin
                    i = 0;
                    if(f[2]||up[2]||down[1]) begin
                        cstate = S2_down;
                        NextStopDirection = 2'b00;
                    end
                    else begin
                        cstate = M21;
                        NextFloor = temp;
                        temp = 7;
                        NextStopDirection = 2'b01;
                    end
                end
                S3_up: begin
                    i = 0;
                    if(f[3]||up[3]||down[2]) begin
                        cstate = S3_up;
                        NextStopDirection = 2'b00;
                    end
                    else begin
                        cstate = M34;
                        NextFloor = temp;
                        temp = 7;
                        NextStopDirection = 2'b10;
                    end
                end
                S3_down: begin
                    i=0;
                    if(f[3]||up[3]||down[2]) begin
                        cstate = S3_down;
                        NextStopDirection = 2'b00;
                    end
                    else begin
                        cstate = M32;
                        NextFloor = temp;
                        temp = 7;
                        NextStopDirection = 2'b01;
                    end
                end
                M01: begin
                    i = i + 1;
                    cfloor = 0;
                    if(i < 4) begin
                        cstate = M01;
                        NextStopDirection = 2'b10;
                        if((NextFloor==2||NextFloor==3||NextFloor==4) && (up[1]||f[1]))
                            begin
                                temp = NextFloor;
                                NextFloor = 1;
                            end
                    end
                    else begin
                        if(NextFloor==1 && temp!=7)
                            cstate = S1_up;
                        else if(NextFloor==1 && temp==7)
                            cstate = S1_idle;
                        else
                            begin
                                i=0;
                                cstate = M12;
                                NextStopDirection = 2'b10;
                            end
                    end
                end  
                M12: begin
                    i = i + 1;
                    cfloor = 1;
                    if(i < 4) begin
                        cstate = M12;
                        NextStopDirection = 2'b10;
                        if((NextFloor==3||NextFloor==4) && (up[2]||f[2]))
                            begin
                                temp = NextFloor;
                                NextFloor = 2;
                            end
                    end
                    else begin
                        if(NextFloor==2 && temp!=7)
                            cstate = S2_up;
                        else if(NextFloor==2 && temp==7)
                            cstate = S2_idle;
                        else
                            begin
                                i=0;
                                cstate = M23;
                                NextStopDirection = 2'b10;
                            end
                    end
                end
                M23: begin
                    i = i + 1;
                    cfloor = 2;
                    if(i < 4) begin
                        cstate = M23;
                        NextStopDirection = 2'b10;
                        if((NextFloor==4) && (up[3]||f[3]))
                            begin
                                temp = NextFloor;
                                NextFloor = 3;
                            end
                    end
                    else begin
                        if(NextFloor==3 && temp!=7)
                            cstate = S3_up;
                        else if(NextFloor==3 && temp==7)
                            cstate = S3_idle;
                        else
                            begin
                                i=0;
                                cstate = M34;
                                NextStopDirection = 2'b10;
                            end
                    end
                end
                M34: begin
                    i = i + 1;
                    cfloor = 3;
                    if(i < 4) begin
                        cstate = M34;
                        NextStopDirection = 2'b10;
                    end
                    else begin
                        i=0;
                        cstate = S4_idle;
                        NextStopDirection = 2'b00;
                    end
                end   
                M43:begin
                    i = i + 1;
                    cfloor = 4;
                    if(i < 4) begin
                        cstate = M43;
                        NextStopDirection = 2'b01;
                        if((NextFloor==2||NextFloor==1||NextFloor==0) && (down[2]||f[3]))
                            begin
                                temp = NextFloor;
                                NextFloor = 3;
                            end
                    end
                    else begin
                        if(NextFloor==3 && temp!=7)
                            cstate = S3_down;
                        else if(NextFloor==3 && temp==7)
                            cstate = S3_idle;
                        else begin
                            i=0;
                            cstate = M32;
                            NextStopDirection = 2'b01;
                        end
                    end
                end
                M32:begin
                    i = i + 1;
                    cfloor = 3;
                    if(i < 4) begin
                        cstate = M32;
                        NextStopDirection = 2'b01;
                        if((NextFloor==1||NextFloor==0) && (down[1]||f[2]))
                            begin
                                temp = NextFloor;
                                NextFloor = 2;
                            end
                    end
                    else begin
                        if(NextFloor==2 && temp!=7)
                            cstate = S2_down;
                        else if(NextFloor==2 && temp==7)
                            cstate = S2_idle;
                        else begin
                            i=0;
                            cstate = M21;
                            NextStopDirection = 2'b01;
                        end
                    end
                end
                M21:begin
                    i = i + 1;
                    cfloor = 2;
                    if(i < 4) begin
                        cstate = M21;
                        NextStopDirection = 2'b01;
                        if((NextFloor==0) && (down[0]||f[1]))
                            begin
                                temp = NextFloor;
                                NextFloor = 1;
                            end
                    end
                    else begin
                        if(NextFloor==1 && temp!=7)
                            cstate = S1_down;
                        else if(NextFloor==1 && temp==7)
                            cstate = S1_idle;
                        else begin
                            i=0;
                            cstate = M10;
                            NextStopDirection = 2'b01;
                        end
                    end
                end
                M10:begin
                    i = i + 1;
                    cfloor = 1;
                    if(i < 4) begin
                        cstate = M10;
                        NextStopDirection = 2'b01;
                    end
                    else begin
                        cstate = S0_idle;
                    end
                end   
            endcase
        end
    end
endmodule
module seg7decimal(input [2:0] x,output reg [6:0] a_to_g);
	always @(*)
        case(x)
            0:a_to_g = 7'b0000001; 
            1:a_to_g = 7'b1001111; 
            2:a_to_g = 7'b0010010; 
            3:a_to_g = 7'b0000110; 
            4:a_to_g = 7'b1001100; 
            default: a_to_g = 7'b0000000;  
        endcase
endmodule

===== /design/flow/constraint.sdc =====
current_design LiftController

set clk_period 5.3
set clk_io_pct 0.2

create_clock -name clk0 -period $clk_period [get_ports {s_clk}]

set non_clock_inputs [all_inputs -no_clocks]
set_input_delay [expr $clk_period * $clk_io_pct] -clock clk0 $non_clock_inputs
set_output_delay [expr $clk_period * $clk_io_pct] -clock clk0 [all_outputs]

==> flow_metrics.env <==
# physical design summary
export IMPL_post_route_cells_drive_above_1_share=0.09375
export IMPL_synth_cells_yosys=366
export IMPL_cts_inserted_buffers=5
export IMPL_worstSetupEndpoint="NextFloor[0]"
export IMPL_post_synth_inst_count=366
export IMPL_worst_r2r_path_depth=8
export IMPL_grt_antenna_before_repair=0
export IMPL_netlist_top_cell_by_area="sky130_fd_sc_hd__dfxtp_1"
export IMPL_setup_viol=0
export IMPL_gr_usage_all_layers=0.2985
export IMPL_first_global_vias=2979
export IMPL_insertedDiodeCount=0
export IMPL_timing_hold_violations_final=0
export IMPL_cp_startpoint="DirectionDown[3]"
export IMPL_synth_top_area_share=0.2575
export IMPL_worstReg2RegStart="cstate[10]"
export IMPL_yosys_warnings=1
export IMPL_postCtsSetupBuffers=0
export IMPL_tritoncts_clock_tree="done"
export IMPL_timing_fmax_ghz=0.2488
export IMPL_vias=3185
export IMPL_worstPathRequired_ns=5.51
export IMPL_synthFlopType="sky130_fd_sc_hd__dfxtp_1"
export IMPL_dr_first_iter_drc_count=373
export IMPL_gr_total_overflow=0
export IMPL_clk_root_buffer_cell="sky130_fd_sc_hd__clkbuf_8"
export IMPL_postSynthAreaPerCell_um2=7.859
export IMPL_fraction_of_synthesis_flops_using_an_asynchronous_set_or_reset_pin=0
export IMPL_ctsResizeCount=0
export IMPL_fin_tns_setup_ns=0
export IMPL_p_leak_nw=1.125
export IMPL_drt_total_wl_um=10360
export IMPL_path_max_fanout=14
export IMPL_place_detailed_hpwl_um=7479
export IMPL_timing_worst_slew_pin_value_ns=0.8488
export IMPL_cts_htree_levels=2
export IMPL_core_region_area_um2=6869
export IMPL_finalClockSkew_ns=0.01794
export IMPL_worstReg2RegEnd="NextFloor[0]"
export IMPL_chipWidth_um=86.80
export IMPL_postSynthSeqShare=0.3201
export IMPL_postLayoutCoreUtil=0.4785
export IMPL_initCoreUtil=0.4188
export IMPL_postRouteAntennaNets=0
export IMPL_detailedRoute_firstPassIterationCount=5
export IMPL_number_of_hold_repair_buffers_added_at_the_cts_stage=0
export IMPL_timing_critical_path_arrival_ns=4.23
export IMPL_chip_area_um2=7534
export IMPL_final_period_utilization=0.7584
export IMPL_drc_errors=0
export IMPL_cts_path_max_buffers=2
export IMPL_synthesized_flop_and_latch_total=43
export IMPL_log_warning_count=25
export IMPL_post_synthesis_to_final_layout_area_growth_pct=14.27
export IMPL_status="finished, final reports clean"
export IMPL_ff2ff_setup_slack_ns=1.71
export IMPL_cts_sink_count=43
export IMPL_maxCapViolCount=0
export IMPL_final_min_clock_period_ns=4.020
export IMPL_yosysChipArea_um2=2877
export IMPL_kind_of_end_point_of_the_critical_path="register"
export IMPL_edff_count_synth=6
export IMPL_fill_cells=700
export IMPL_combinational_cell_area_excluding_buffers_and_inverters_um2=1849
export IMPL_design_portCount=20
export IMPL_netlist_cell_type_count=65
export IMPL_placementRows=30
export IMPL_layout_area_seq_um2=920.9
export IMPL_worst_slew_margin_rel=0.4307
export IMPL_worstSetupStartpointType="input port"
export IMPL_min_delay_path_class="register to register"
export IMPL_grt_max_degree=32
export IMPL_io_buffers=19
export IMPL_worst_setup_path_type="input port to register"
export IMPL_synth_area_top_cells="sky130_fd_sc_hd__dfxtp_1 26%, sky130_fd_sc_hd__a21oi_1 7.8%, sky130_fd_sc_hd__edfxtp_1 6.3%"
export IMPL_grt_setup_unrepaired="no"
export IMPL_lay_top_cells="48 x sky130_fd_sc_hd__nor2_1, 45 x sky130_fd_sc_hd__a21oi_1, 37 x sky130_fd_sc_hd__dfxtp_1, 28 x sky130_fd_sc_hd__nand2_1, 19 x sky130_fd_sc_hd__clkdlybuf4s50_1"
export IMPL_final_max_slew_violation_count=0
export IMPL_worst_skew_pair_late_latency_ns=0.31
export IMPL_die_y_um=86.80
export IMPL_vdd_drop_max_mv=0.1058
export IMPL_via_per_inst=6.635
export IMPL_layout_cells_most_common="sky130_fd_sc_hd__nor2_1"
export IMPL_power_per_cell_area_nw_per_um2=252.8
export IMPL_synthesis_area_um2=2877
export IMPL_grt_pass1_wl_um=16500
export IMPL_post_drt_wl_per_cell_um=21.58
export IMPL_gp_congestion=0.9830
export IMPL_cts_reportedPaths_clkPinSlew_ns=0.10
==> cells by family (layout without fill, tap and decap cells) <==
group,Yosys count,after routing,synth area share
and+or+nand+nor,153,153,0.2793
DFF,43,43,0.3201
buffers and inverters,25,43,0.03698
AOI/OAI and AO/OA,142,142,0.3532
adders and majority gates,1,1,0.004349
xor gates and xnor gates,2,2,0.006091
==> cell usage after synthesis (all sizes together) (5+ instances only) <==
cell / number
buf: 5
and2: 5
o211ai: 5
nand2b: 5
or2: 6
edfxtp: 6
a22oi: 5
dfxtp: 37
clkbuf: 13
o21a: 5
nand3: 11
a31oi: 6
o21ai: 15
a21oi: 45
nor2: 48
nor4: 10
nand2: 28
nor3: 13
a22o: 6
inv: 7
a211oi: 6
==> metrics by stage <==
step                instance area (um2)  total power [mW]  setup WS (ns)  hold slack (ns)  instances
floorplan                          2877            0.4905          2.090           0.4497        366
finish                             3287            0.8309          1.280           0.5323        480
CTS                                3287            0.8284          1.352           0.5240        480
global placement                   3174            0.5662          1.155           0.5078        472
detailed placement                 3174            0.5643          1.049           0.5087        472
global route                       3287            0.8716         0.9929           0.5522        480
==> final cells by class <==
cell class	count	area share
clock inverter	3	0.01332
sequential	43	0.2802
clock buffer	5	0.02094
timing repair buffer	28	0.07842
inverter	7	0.007994
multi-input combinational	298	0.5626
tap	96	0.03654
==> power breakdown <==
part           switching, mW  total [mW]  internal, mW  leakage [nW]
Combinational          0.109       0.184        0.0751         0.709
Clock                  0.128       0.269         0.141        0.0581
Sequential            0.0292       0.378         0.349         0.358
==> worst min path at each step <==
stage | start | end | slack, ns | cells past startpoint
after CTS | cstate[1] | cstate[3] | 0.52 | 2
after global routing | cstate[1] | cstate[3] | 0.55 | 2
final | cstate[1] | cstate[3] | 0.53 | 2
==> critical path, stage by stage <==
cell and delay, ns:
sky130_fd_sc_hd__clkdlybuf4s50_1 0.45, sky130_fd_sc_hd__nor4b_1 0.46, sky130_fd_sc_hd__a31oi_1 0.25, sky130_fd_sc_hd__nor3_1 0.42, sky130_fd_sc_hd__nand4_1 0.54, sky130_fd_sc_hd__nand3_1 0.38
sky130_fd_sc_hd__o2111ai_1 0.18, sky130_fd_sc_hd__a2111oi_2 0.37, sky130_fd_sc_hd__a21oi_1 0.11
==> routing by layer <==
layer,global-route usage,vias to the layer above,part of all wire
li1,-,1451,-
met1,0.4445,1515,0.44
met2,0.4288,188,0.42
met3,0.06377,31,0.10
met4,0.1167,0,0.039
met5,0,-,0
==> state kept, by name, summed over array words and instances, names as in the netlist <==
| signal | flops |
|---|---|
| i | 3 |
| cstate | 19 |
| f | 5 |
| NextStopDirection | 2 |
| down | 4 |
| NextFloor | 3 |
| up | 4 |
| temp | 3 |
No activity file was given, so power comes from the tool's default toggle rates.
